==> flow/design.v <==
module pc (
    input clk, reset,
    input [31:0] pc_in,
    output reg [31:0] pc_out
);
    always @(posedge clk) begin
        pc_out <= (reset == 1) ? 32'd0 : pc_in;
    end
endmodule
==> flow/run.sh <==
#!/bin/bash
# OpenROAD 26Q1-2900-gdf79404cd8, Yosys 0.63+post, stock flow scripts
make -C /OpenROAD-flow-scripts/flow DESIGN_CONFIG=/design/flow/config.mk WORK_HOME=/design/flow/orfs finish
==> flow/config.mk <==
export PLATFORM = sky130hd
export DESIGN_NAME = pc
export DESIGN_NICKNAME = pc
export VERILOG_FILES = /design/flow/design.v
export SDC_FILE = /design/flow/constraint.sdc
export NUM_CORES = 4
export LEC_CHECK = 1
export CORE_AREA = 10 10 82 82
export DIE_AREA = 0 0 92 92
==> flow/constraint.sdc <==
current_design pc

set clk_period 1.0
set clk_io_pct 0.2

create_clock -name clk0 -period $clk_period [get_ports {clk}]

set non_clock_inputs [all_inputs -no_clocks]
set_input_delay [expr $clk_period * $clk_io_pct] -clock clk0 $non_clock_inputs
set_output_delay [expr $clk_period * $clk_io_pct] -clock clk0 [all_outputs]
==> changes_impl.md <==
### Metrics

- Die height: 92 um
- Initial DRT Pass Iterations: 3
- Cells in synth_stat.txt: 67
- Core Rows: 26
- PortBufs: 65
- Critical path fanouts, max: 1
- Setup-failing EPs final: 0
- Chip width: 92 um
- Min Clock Period, post-route: 0.956 ns
- Placeable Area: about 5100 um2
- Top flop regs: pc_out x32
- Avg Synthesized Cell Area: ~13 um2
- CP delay by family, top: flip-flops
- Status: completed
- Switching Share: 0.187
- Postcts setup bufs: 0
- Ports: 66
- Final hold vios: 0
- DR WL met3: between 300 and 400 um
- Register share after synthesis: 0.742
- CTS Buffer Depth: 2
- Final-layout fill cell count: 535
- Maxcap violations: 0
- Flops after synth: 32
- Clock share of power: 0.423
- Pin count of the biggest net entering global routing: 33
- Slew Viols, Final: 0
- Via count: between 600 and 700
- Chip area: roughly 8500 um2
- Met2 WL post-DR: a little under 1000 um
- Crit end category: output port
- Worst path arrival time: between 0.7 and 0.8 ns
- CP Cell Sequence: clkdlybuf4s15_1
- Buf+Inv Stages, Crit Path: 1
- Yosys cell types: 3
- CTS clk-pin slew, worst paths: about 0.07 ns
- Tool warnings: 25
- Layout area overhead: 89.1%
- Dominant cell area share: 0.742
- Post-synth top area cell: dfxtp_1
- Final setup margin: ~0.044 ns
- P_int: between 2000 and 2500 uW
- RSZ-0062 raised after global routing: false
- Lkg Pwr: just under 0.0007 uW
- PD cells: between 1500 and 2000 nW/um2
- First-pass GRT wire length: 3890 um
- Number of clock sinks: 32
- Final Cycle Share: 0.956
- Syn Std Cell Area: 863 um2
- Vias per cell: roughly 3.2
- ANT cells: 0
- P_sw: 527 uW
- Hold WC Path Type: input port to register
- Routability cong.: 0.657
- Max-Slew Margin vs Limit: 0.908
- Gate count of the mapped netlist: between 60 and 70
- Root Buffer: clkbuf_8
- CP max-delay cell: dfxtp_1
- Fraction of layout cells with a size suffix above 1: 0.283
- Pwr Total: between 2000 and 3000 uW
- Uppermost routed layer: met4
- Hpwl dp: 1880 um
- Worst slew pin tran: around 0.14 ns
- Commonest Layout Cell: clkdlybuf4s50_1
- H-tree depth: 2
- YS warnings: 1
- Peak supply drop: slightly below 0.8 mV
- First DRT Iteration DRCs: 13
- CTS tree: yes
- WL final: roughly 2400 um
- Gr usage total: 0.0571
- Post-route ant nets: 0
- Overflow left after global routing: 0
- Largest reg by FF count: pc_out
- CTS Buf Count: 5
- Largest register FFs: 32
- Required time of the critical path: ~0.80 ns
- YS chip area: about 860 um2
- Fp util: 0.170
- Antenna violations before repair: 0
- Vias in the first global route: around 750
- Dpl ws: -0.0988 ns
- Sequential share of power: 0.484
- DRT met1 WL: between 900 and 1000 um
- Startpoint types: register
- Most numerous logic cells after layout: 33 x clkdlybuf4s50_1, 32 x nor2b_1, 19 x dfxtp_1
- Max frequency: ~1000 MHz
- CP max stage delay: just over 0.3 ns
- Top cells by area: dfxtp_1 74%, nor2b_1 23%, buf_4 2.6%
- DRC Markers: 0
- Post-DR wirelength/cell: roughly 12 um
- Logic pwr share: 0.093
- CP Class: register to output port
[through the flow]
step	setup TNS [ns]	instance area [um2]	cells	utilization	hold slack (ns)
2_1_floorplan	0	863	67	-	0.272
3_3_place_gp	-2.59	1600	200	0.315	0.760
3_5_place_dp	-2.84	1600	200	0.315	0.761
4_1_cts	0	1710	208	0.336	0.457
5_1_grt	0	1630	208	0.322	0.456
6_report	0	1630	208	0.322	0.466
[timing repair]
| item | in CTS | in global routing |
|---|---|---|
| hold buffers | 0 | 0 |
| resized | 64 | 31 |
| setup endpoints to repair | 32 | 19 |
[power groups by stage]
stage	clock network (uW)	logic, uW	registers [uW]
6_report	1190	262	1360
5_1_grt	1320	293	1370
4_1_cts	1250	291	1360
[layer usage]
| layer | GRT usage | vias up |
|---|---|---|
| li1 | - | 339 |
| met1 | 0.0666 | 276 |
| met2 | 0.0835 | 46 |
| met3 | 0.0437 | 6 |
| met4 | 0.00900 | 0 |
| met5 | 0 | - |
[worst paths after layout]
check	depth (start not counted)	from	endpoint	slack, ns
setup / recovery	1	pc_out[13]	pc_out[13]	0.04
hold / removal	2	pc_in[4]	pc_out[4]	0.47
[cell families after synthesis]
logic type             after synthesis  synth area share
flip-flops                          32             0.742
AND/OR/NAND/NOR                     32             0.232
buffers and inverters                3            0.0261
[synth_stat cells]
| master | number |
|---|---|
| buf_4 | 3 |
| dfxtp_1 | 32 |
| nor2b_1 | 32 |
[layout make-up]
type                            count  area, um2  area share
Sequential cell                    32        657       0.402
Timing Repair Buffer               66        581       0.356
Multi-Input combinational cell     32        200       0.123
Tap cell                           70       87.6      0.0536
Clock buffer                        6       72.6      0.0444
Clock inverter                      2       35.0      0.0215
No activity file was given, so power comes from the tool's default toggle rates.

===== flow/config.mk =====
export PLATFORM = sky130hd
export DESIGN_NAME = register_file
export DESIGN_NICKNAME = register_file
export VERILOG_FILES = /design/flow/design.v
export SDC_FILE = /design/flow/constraint.sdc
export NUM_CORES = 4
export LEC_CHECK = 1
export CORE_UTILIZATION = 30

===== flow/constraint.sdc =====
current_design register_file

set clk_period 19.7
set clk_io_pct 0.2

create_clock -name clk0 -period $clk_period [get_ports {CLK}]

set non_clock_inputs [all_inputs -no_clocks]
set_input_delay [expr $clk_period * $clk_io_pct] -clock clk0 $non_clock_inputs
set_output_delay [expr $clk_period * $clk_io_pct] -clock clk0 [all_outputs]

===== flow/design.v =====
module register_file (
    input CLK, CLR, WE3,
    input [4:0] A1, A2, A3,
    input [31:0] WD3,
    output  [31:0] RD1, RD2
);
    reg [31:0] registers [31:0];
    initial begin : init_regs
        integer i;
        for (i = 0; i < 32; i = i + 1) begin
            registers[i] = 32'd0;
        end
    end
    assign RD1 = registers[A1];
    assign RD2 = registers[A2];
    always @ (posedge CLK) begin
        if (CLR) begin : reset_cycle
            integer i;
            for (i = 0; i < 32; i = i + 1) begin
                registers[i] <= 32'd0;
            end
        end else if (WE3 == 1'b1 && A3 != 5'd0) begin
            registers[A3] <= WD3;  
        end
    end
endmodule

===== flow/run.sh =====
#!/bin/bash
# OpenROAD 26Q1-2900-gdf79404cd8, Yosys 0.63+post, stock flow scripts
make -C /OpenROAD-flow-scripts/flow DESIGN_CONFIG=/design/flow/config.mk WORK_HOME=/design/flow/orfs finish

==> results.txt <==
yosys + openroad results -> switching power share of the total=0.254, instance count of the mapped netlist=approximately 4,600, post-detailed-placement half-perimeter wirelength=approximately 110,000 µm, final critical-path share of the clock period=0.614, part of the total power dissipated in combinational logic=0.121, signal arrival time at the worst endpoint=8.15 ns, Area growth, synth to finish=12.3%, number of cell rows=158, number of vias after detailed routing=between 30,000 and 40,000, tally of max-capacitance violations=0, global-route wire length before repair=between 200,000 and 300,000 µm, Cell variety after synth=28, TritonCTS Sinks=between 1,000 and 1,500, synthesized flop and latch total=1,024, CTS tree=done, combined flip-flop and latch cell area=a little over 30,000 µm², chip area estimate from yosys synthesis=between 50,000 and 60,000 µm², Avg Synthesized Cell Area=between 10 and 15 µm², initial drt markers=2,554, # fillers=17,800, routed length per placed instance=approximately 28 µm, max_slew headroom=0.346, number of standard cells reported by yosys=between 4,000 and 5,000, DRC viols=0, VDD IR max=between 0.00006 and 0.00007 V, width of the die=about 430 µm, worst hold slack after final layout=approximately 3.8 ns, end-of-flow core utilization=0.339, Pins Over Slew Limit=0, Clock Root Buffer=sky130_fd_sc_hd__clkbuf_16, count of boundary I/O pins=114, kind of start point of the critical path=primary input, number of hold violations in the final report=0, top cell type by total area after synthesis=sky130_fd_sc_hd__edfxtp_1, critical path start-end classification=primary input to output pin, maximum count of clock buffers along a single path=3, chip area=approximately 190,000 µm², critical path data required time=between 15 and 20 ns, cell area after synthesis=about 56,000 µm², portion of the post-synthesis area used by sequential elements=0.550, area of the multi-input gates=around 23,000 µm², Critical Path Sink Type=output pin, share of the synthesized area in the top cell type=0.550, number of endpoints failing setup at the final stage=0, CTS Buf Count=approximately 100, internal power=3.86 mW, Clock power frac=0.381, clock transition at the registers of the reported paths=about 0.060 ns, drt first pass iters=6, reported leakage power=roughly 24 nW, count of port buffers added during placement=around 110, HP Class=primary input to flip-flop, Max Fanout on Critical Path=approximately 50, gr ovfl total=0, ranking of synthesized cells by area=sky130_fd_sc_hd__edfxtp_1 (55%), sky130_fd_sc_hd__mux2i_1 (18%), sky130_fd_sc_hd__and2_1 (11%), Log Warnings=26, aggregate negative setup slack=0 ns, Initial Utilization=0.302, height of the die=around 430 µm, number of flip-flops in the largest register=between 1,000 and 1,500, total wire length after detailed routing=198,000 µm, most used cells in the layout excluding fill and tap cells=sky130_fd_sc_hd__mux2i_1 (1,024), sky130_fd_sc_hd__edfxtp_1 (1,024), sky130_fd_sc_hd__and2_1 (992), power per standard cell area=approximately 83 nW/µm², core region area=about 190,000 µm², GP Congestion=between 0.9 and 1, fraction of final layout cells with drive strength greater than 1=0.0815, maximum number of pins on one net before global-route repair=between 90 and 100, Hold Crit Endpoint=registers[0][31], biggest registers after layout=registers (1024), post-CTS setup buffers=0, number of gates resized after cts=0, initial antenna violation count=12, via density per instance=~5.3, all-layer global routing usage=0.221, yosys warning tally=1, setup repair after global routing missed its margin=false, Peak Freq=82.7 MHz, Largest Register=registers, number of levels the H-tree was split into=3, transition time at the pin with the least slew margin=between 0.9 and 1 ns, Period minus WS final=about 12 ns, NetSw=around 1.3 mW, power share of the sequential group=0.497, number of buffers inserted by hold repair at cts=0, Final ANT Viol Nets=0, worst hold path cell count=2, run status=finished clean, number of global-route vias before repair=between 30,000 and 40,000, hold path startpoint=CLR
==> power groups by stage <==
stage | sequential [mW] | combinational [mW] | clock [mW]
finish | 2.58 | 0.629 | 1.98
global route | 2.59 | 0.666 | 2.07
CTS | 2.58 | 0.627 | 2.00
==> worst max-delay path, stage by stage <==
cell                              delay (ns)
sky130_fd_sc_hd__buf_8                  0.37
sky130_fd_sc_hd__buf_4                  0.56
sky130_fd_sc_hd__buf_4                  0.63
sky130_fd_sc_hd__buf_4                  0.60
sky130_fd_sc_hd__buf_4                  0.66
sky130_fd_sc_hd__mux2i_1                0.27
sky130_fd_sc_hd__a22oi_1                0.10
sky130_fd_sc_hd__a31oi_1                0.24
sky130_fd_sc_hd__nand3_1                0.18
sky130_fd_sc_hd__clkdlybuf4s50_1        0.45
==> worst max-delay path by stage <==
stage | slack, ns | endpoint | cells past startpoint | start
6_report | 7.61 | RD1[15] | 10 | A1[1]
5_1_grt | 7.42 | RD1[15] | 10 | A1[1]
4_1_cts | 7.59 | RD1[15] | 10 | A1[1]
==> stage by stage <==
step	total power, mW	instance area (µm²)	cells	worst slack, ns
2_1_floorplan	2.97	56000	4636	10.70
3_3_place_gp	3.24	59400	6932	7.63
3_5_place_dp	3.25	59400	6932	7.59
4_1_cts	5.20	62700	7117	7.59
5_1_grt	5.33	62800	7125	7.42
6_report	5.18	62800	7130	7.61
==> synthesized netlist by cell type <==
library cell	number
sky130_fd_sc_hd__a21oi_1	192
sky130_fd_sc_hd__a22o_1	128
sky130_fd_sc_hd__a22oi_1	192
sky130_fd_sc_hd__a31oi_1	64
sky130_fd_sc_hd__and2_1	994
sky130_fd_sc_hd__buf_1	33
sky130_fd_sc_hd__buf_2	117
sky130_fd_sc_hd__buf_4	68
sky130_fd_sc_hd__buf_6	11
sky130_fd_sc_hd__clkbuf_1	205
sky130_fd_sc_hd__clkbuf_2	6
sky130_fd_sc_hd__clkbuf_4	6
sky130_fd_sc_hd__conb_1	1
sky130_fd_sc_hd__edfxtp_1	1024
sky130_fd_sc_hd__mux2i_1	1024
sky130_fd_sc_hd__nand2_1	196
sky130_fd_sc_hd__nand2b_1	5
sky130_fd_sc_hd__nand3_1	193
sky130_fd_sc_hd__nand3_2	1
sky130_fd_sc_hd__nand3b_1	4
sky130_fd_sc_hd__nor2_1	22
sky130_fd_sc_hd__nor2_2	6
sky130_fd_sc_hd__nor2_4	7
sky130_fd_sc_hd__nor2b_1	5
sky130_fd_sc_hd__nor3_1	64
sky130_fd_sc_hd__or2_2	33
sky130_fd_sc_hd__or3_1	2
sky130_fd_sc_hd__or3b_4	2
==> cell families after synthesis <==
logic type             count (synthesis)  share of synthesized area
buffers and inverters                446                     0.0391
muxes                               1024                      0.183
other                                  1                  0.0000671
AOI/OAI and AO/OA                    576                     0.0702
and+or+nand+nor                     1534                      0.157
DFF                                 1024                      0.550
==> cell type report <==
class	instances	share of cell area
multi-input combinational	3166	0.371
clock inverter	62	0.00997
sequential	1024	0.490
tap	2480	0.0494
timing repair buffer	262	0.0367
clock buffer	123	0.0426
antenna	13	0.000518
==> layer usage <==
metal  up-vias  part of all wire  GRT usage
met1     18400              0.34      0.249
met3       503              0.13      0.117
met2      2081              0.47      0.345
li1      16800                 -          -
met4         4             0.061      0.107
met5         -           0.00073    0.00520
Power figures rest on the tool's default switching activity, not on a simulated workload.

===== flow/run.sh =====
#!/bin/bash
# OpenROAD 26Q1-2900-gdf79404cd8, Yosys 0.63+post, stock flow scripts
make -C /OpenROAD-flow-scripts/flow DESIGN_CONFIG=/design/flow/config.mk WORK_HOME=/design/flow/orfs finish

===== flow/config.mk =====
export PLATFORM = sky130hd
export DESIGN_NAME = alu
export DESIGN_NICKNAME = alu
export VERILOG_FILES = /design/flow/design.v
export SDC_FILE = /design/flow/constraint.sdc
export NUM_CORES = 4
export LEC_CHECK = 1
export CORE_UTILIZATION = 50

===== flow/constraint.sdc =====
current_design alu

set clk_period 18.9
set clk_io_pct 0.2

create_clock -name clk0 -period $clk_period

set non_clock_inputs [all_inputs -no_clocks]
set_input_delay [expr $clk_period * $clk_io_pct] -clock clk0 $non_clock_inputs
set_output_delay [expr $clk_period * $clk_io_pct] -clock clk0 [all_outputs]

===== flow/design.v =====
module alu(
    input signed [31:0] A, B,
    input [2:0] ALUControl,
    output reg signed [31:0] Result,
    output reg V, N, Zero
);
    always @(A, B, ALUControl) begin
        case (ALUControl)
            3'b000: begin  
                Result = A + B;
            end
            3'b001: begin  
                Result = A - B;
            end
            3'b010: begin  
                Result = A & B;
            end
            3'b011: begin  
                Result = A | B;
            end
            3'b100: begin  
                Result = A ^ B;
            end
            3'b101: begin  
                Result = A << B;
            end
            3'b110: begin  
                Result = A >> B;
            end
            3'b111: begin  
                if (A - B < 0)
                    Result = 32'd1;
                else
                    Result = 32'd0;
            end
            default:
                Result = 0;
        endcase
        if (Result == 0) begin
            Zero = 1;
        end else begin
            Zero = 0;
        end
        if (Result[31] == 1) begin
            N = 1;
        end else begin
            N = 0;
        end
        if (ALUControl == 3'b000) begin  
            if (!(A[31] ^ B[31]) && (A[31] ^ Result[31])) begin
                V = 1;
            end else begin
                V = 0;
            end
        end else if (ALUControl == 3'b001) begin  
            if ((A[31] ^ B[31]) && (A[31] ^ Result[31])) begin
                V = 1;
            end else begin
                V = 0;
            end
        end else begin  
                V = 0;
        end
    end
endmodule

==> flow_summary_export.csv <==
group,metric,value,unit
status,status,"finished, final reports clean",
synthesis,top_cell,"nand2_1",
placed_design,gp_congestion,1.104,
power,p_leak,4.351,nW
clocking,postCtsSetupBuffers,0,
synthesis,syn_inst,1403,
final_layout,fin_area,0.01081,mm²
setup_path,cp_max_fo,19,
floorplan,core_area,0.01946,mm²
min_path,hold_class,"input pin to primary output",
grt,grt_max_degree,73,
grt,gr-total-overflow,0,
power,switchingPower,0.0001966,W
setup_path,setup.worst_path.start_class,"input pin",
final_timing,min_period_over_period,70.72,%
final_timing,final-setup-viol-count,0,
detailed_routing,vias,11890,
final_timing,rsz0062_at_grt,"no",
final_layout,flops,0,
placed_design,pre_cts_slack,5.754,ns
final_timing,hold-worst-slack,8.704,ns
synthesis,yosys-top-cells-count,"nand2_1, nor2_1, a21oi_1, ha_1, inv_1",
grt,grt_use_total,46.69,%
setup_path,cp.required,15.12,ns
floorplan,initCoreUtil,50.92,%
grt,antenna_found_initial,0,
power,p_seq_share,0,%
synthesis,top_area_cell,"ha_1",
detailed_routing,detail_route.first_pass.iterations,8,
final_timing,min_period,13.37,ns
synthesis,netlist_area,0.009911,mm²
setup_path,critical_path.cell_chain,"clkdlybuf4s50_1, inv_1, ha_1, nand4_1, a211oi_1, o21ai_1, a2111oi_0, nor2_1, xnor2_1, a221o_1, nor4_1, nand4b_1, nor4_2, clkdlybuf4s50_1",
run,cap_violations,0,
power,pwr-share-comb,100.0,%
floorplan,die_y,142.8,µm
clocking,cts_resized,0,
placed_design,io_buffers,102,
setup_path,crit_top_cell,"clkdlybuf4s50_1",
synthesis,ys_cells,1403,
final_layout,seqCellArea,0,µm²
setup_path,critPathMaxStageDelay,0.97,ns
synthesis,top_area_share,11.99,%
detailed_routing,insertedDiodeCount,0,
floorplan,ios,102,
final_timing,hold_viol,0,
detailed_routing,drt-total-wl,46.04,mm
setup_path,critPathTopFamily,"buffers and inverters",
grt,grt_pass1_vias,10940,
synthesis,ys_area,0.009911,mm²
floorplan,rows,51,
final_timing,fmax,0.07482,GHz
setup_path,crit_path_end_kind,"primary output",
floorplan,chipArea,0.02039,mm²
power,p_clk_share,0,%
setup_path,critPathKind,"input pin to primary output",
setup_path,cp_num_buf_inv,3,
final_layout,fill_cells,1919,
grt,grt_pass1_wl,68.37,mm
detailed_routing,via_per_inst,7.113,
power,power.internal,0.0001331,W
floorplan,die_x,142.8,µm
synthesis,topCellsByArea,"ha_1, mux4_2, a21oi_1, mux2i_1, nand2_1",
detailed_routing,drc,0,
final_layout,nClkBuffers,0,
power,power.density,30.49,mW/mm²
final_timing,drv_slew,0,
detailed_routing,drtIter0Drc,1262,
detailed_routing,ant_nets,0,
power,swShare,59.63,%
final_timing,max-slew-margin-rel,38.47,%
synthesis,syn_area_per_cell,7.064,µm²
setup_path,cp.arrival,9.59,ns
final_layout,drive_above_1_share,8.535,%
synthesis,ys_seq_share,0,%
placed_design,dp_hpwl,35.41,mm
placed_design,postPlaceCellArea,0.01081,mm²
final_timing,setup_tns,0,ns
power,ir_drop,0.03229,mV
run,warning_count,96,
setup_path,crit_slowest_cell,"clkdlybuf4s50_1",
clocking,cts_hold_buffers,0,
synthesis,ys_warn_count,1,
final_timing,tightest_slew,0.9132,ns
final_layout,area.growth.synth_to_final,9.115,%
synthesis,ys_types,91,
final_timing,layout_setup_ws,5.535,ns
detailed_routing,avgRoutedWirePerCell,27.55,µm
path summary, 6_finish.rpt:
check                         start   endpoint  slack, ns  cells past startpoint
worst max-delay path           B[5]       Zero       5.53                     14
worst min-delay path  ALUControl[0]  Result[8]       8.70                      5
final cells by class:
cell class	instances	area, µm²	area share (%)
multi-input combinational	1179	8911	82.40
timing repair buffer	129	1204	11.13
inverter	98	367.9	3.402
tap	265	331.6	3.066
placed cells by master (no fill, tap or decap), drive strengths merged, types with 18 or more instances in the layout:
master         synthesis  routed
nand2b                26      26
mux2i                 49      49
clkdlybuf4s50          0      97
a31oi                 19      19
mux4                  58      58
nor3                  50      50
ha                    95      95
o22ai                 27      27
buf                   53      32
inv                   95      95
nand2                127     127
nor4                  19      19
a211oi                33      33
a21oi                107     107
o21ai                 71      71
o211ai                30      30
mux2                  18      18
nor2                 126     126
nand3                 38      38
layer usage:
layer / up-vias / GRT usage [%] / share of wire, %
met1: 5537 / 60.89 / 38
met4: 0 / 21.00 / 5.5
li1: 5349 / - / -
met3: 166 / 13.59 / 12
met5: - / 0 / 0
met2: 833 / 72.19 / 44
kinds of logic (layout without fill, tap and decap cells):
logic type	count (synthesis)	count (layout)	share of synthesized area, %
xor+xnor	19	19	1.679
simple gates	480	480	23.48
compound gates	458	458	31.65
mux	125	125	20.70
buf+inv	224	227	10.09
fa+ha+maj	97	97	12.40
power groups by stage:
stage | combinational, W | clock, W | sequential, W
CTS | 0.000319 | 0 | 0
global route | 0.000352 | 0 | 0
finish | 0.000330 | 0 | 0
metrics by stage:
step / util [%] / power, W / cells
after CTS: 55.56 / 0.0003189 / 1671
after global routing: 55.56 / 0.0003516 / 1671
final: 55.56 / 0.0003297 / 1671
after floorplan: - / 0.0002076 / 1403
after global placement: 55.56 / 0.0003177 / 1671
after detailed placement: 55.56 / 0.0003171 / 1671
No activity file was given, so power comes from the tool's default toggle rates.
